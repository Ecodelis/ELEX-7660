--- flow/constraint.sdc ---
current_design enc2chan

set clk_period 2.0
set clk_io_pct 0.2

create_clock -name clk0 -period $clk_period [get_ports {clk}]

set non_clock_inputs [all_inputs -no_clocks]
set_input_delay [expr $clk_period * $clk_io_pct] -clock clk0 $non_clock_inputs
set_output_delay [expr $clk_period * $clk_io_pct] -clock clk0 [all_outputs]
--- flow/run.sh ---
#!/bin/bash
# OpenROAD 26Q1-2900-gdf79404cd8, Yosys 0.63+post, stock flow scripts
make -C /OpenROAD-flow-scripts/flow DESIGN_CONFIG=/design/flow/config.mk WORK_HOME=/design/flow/orfs finish
--- flow/config.mk ---
export PLATFORM = sky130hd
export DESIGN_NAME = enc2chan
export DESIGN_NICKNAME = enc2chan
export VERILOG_FILES = /design/flow/design.v
export SDC_FILE = /design/flow/constraint.sdc
export NUM_CORES = 4
export LEC_CHECK = 1
export CORE_AREA = 10 10 70 70
export DIE_AREA = 0 0 80 80
--- flow/design.v ---
module enc2chan
    ( input logic cw, ccw,  
    output logic [2:0] chan,  
    input logic reset_n, clk);  
    logic [2:0] cw_pulse_count = 3'd000;  
    logic [2:0] ccw_pulse_count = 3'b000;  
    logic [3:0] bcd_count = 4'b0000;  
    logic [3:0] max_count = 4'b0101;  
    logic [3:0] min_count = 4'b0000;  
    always_ff @(posedge clk) begin
        if (reset_n == 0) begin
            bcd_count <= 4'b0000;  
            cw_pulse_count <= 0;
            ccw_pulse_count <= 0;
        end else begin
            if (cw) begin 
                if (cw_pulse_count < 3) begin
                    cw_pulse_count <= cw_pulse_count + 1;
                end else begin
                    cw_pulse_count <= 0;  
                    if (bcd_count < max_count) begin  
                        bcd_count <= bcd_count + 4'b0001;  
                    end
                end
            end
            if (ccw) begin
                if (ccw_pulse_count < 3) begin
                    ccw_pulse_count <= ccw_pulse_count + 1;
                end else begin
                    ccw_pulse_count <= 0;  
                    if (bcd_count > min_count) begin  
                        bcd_count <= bcd_count - 4'b0001;  
                        end
                    end
                end
        end
    end
    always_comb begin
        chan = 0;  
        unique case (bcd_count)
            4'b0000: chan = 3'b000;  
            4'b0001: chan = 3'b001;  
            4'b0010: chan = 3'b010;  
            4'b0011: chan = 3'b011;  
            4'b0100: chan = 3'b100;  
            4'b0101: chan = 3'b101;  
            4'b0110: chan = 3'b110;  
            4'b0111: chan = 3'b111;  
        endcase
    end
endmodule
==> results_slide.txt <==
Run Summary

Synth
  • Largest cells by area after synthesis: sky130_fd_sc_hd__dfxtp_1 34%, sky130_fd_sc_hd__ha_1 8.6%, sky130_fd_sc_hd__a21oi_1 5.1%
  • Post-synthesis share of cell area spent on and, or, nand and nor gates: between 20 and 30%
  • Synthesized instance count: around 67
  • Most area-hungry cell type in the Yosys netlist: sky130_fd_sc_hd__dfxtp_1
  • Dominant cell area share: ~34%
  • Portion of netlist area occupied by mux cells: 0%
  • Yosys stat area: around 600 µm²
  • Avg Synthesized Cell Area: approximately 8.7 µm²
  • Xor/xnor share: 0%
  • Main kind of combinational logic by area: simple AND/OR/NAND/NOR gates
  • Register bit count reported by yosys: 10
  • Sequential cell area fraction in the yosys report: between 30% and 40%
  • Number of distinct library cell variants in the gate-level netlist after synthesis: 28
  • Yosys aoi share: about a fifth
  • Area of the mapped netlist: 584.3 µm²
  • Synthesized-area fraction occupied by adder cells: ~8.6%
  • Cell total in the yosys stat output: approximately 67
  • Total number of yosys warnings: 1

Clocking
  • TritonCTS clock tree: yes
  • Num CTS Buffers: 3
  • Hold-fix buffer count after cts: 0
  • Sinks on Clock Net: 10
  • Library cell used as clock root buffer: sky130_fd_sc_hd__clkbuf_4
  • Clock Path Buffers: 2
  • Resized cells post-CTS: 0
  • Worst-path clk slew: around 0.06 ns
  • Clock insertion delay at the later pin of the skew report: approximately 0.26 ns
  • Post-CTS setup-driven buffer insertion count: 0
  • H-tree Lvls: 1

Final timing
  • Post-route minimum period: roughly 1.6 ns
  • Sum of negative setup slack: 0 ns
  • Max_slew headroom: around 73%
  • Layout Skew: between 0.004 and 0.005 ns
  • Setup repair after global routing missed its margin: false
  • Count of endpoints failing hold in the final timing report: 0
  • Number of slew-limit violations in the final report: 0
  • Final period util: ~82%
  • Transition at the pin with the smallest max-transition slack: 0.4056 ns
  • Setup violation total in the final timing report: 0
  • Maximum frequency from static timing analysis: 609.9 MHz
  • Final worst-path setup slack: roughly 0.36 ns

Job
  • Maximum Capacitance Violations: 0
  • Number of warning messages in the logs: 26

Power and ir drop
  • Internal Power: approximately 300 µW
  • Relative contribution of sequential cells to total power: about 56%
  • Switching Share: a little under a quarter
  • Pwr dens: approximately 540 nW/µm²
  • Worst vdd ir: approximately 0.35 mV
  • Total net switching power: roughly 90 µW
  • Static Leakage: approximately 0.00024 µW
  • Proportion of power drawn by the clock network: 34.4%
  • Logic pwr share: under 10%

Worst setup path
  • Arrival time of the worst setup path: between 1.5 and 2 ns
  • Crit path capture type: flop
  • Family with the most delay on the worst path: simple AND/OR/NAND/NOR gates
  • Buffer and inverter count on the worst path: 1
  • Critical path data required time: 2.18 ns
  • Worst-path cell chain: inv_1 -> ha_1 -> nor2b_1 -> nor4b_4 -> or3_1 -> a31oi_1
  • Standard cell with the maximum stage delay on the critical path: sky130_fd_sc_hd__dfxtp_1
  • Type of element launching the critical path: flop
  • Worst Path Max Fanout: 7
  • Stage delay of the slowest cell on the critical path: about 0.42 ns
  • Class of the most critical setup path: flop to flop

Finish
  • Dominant logic cell type in the layout: sky130_fd_sc_hd__dfxtp_1
  • Proportion of layout cells with a drive suffix above 1: 12.33%
  • Fill cells: about 390
  • Area used by sequential logic in the layout: roughly 200 µm²
  • Final cell utilization of the core: 20.55%
  • Multi-input gate area in the final layout: about 340 µm²
  • Cell area after layout: around 700 µm²
  • Layout Area Growth over Synthesis: 20.13%
  • Top logic cells by instance count in the layout: 10 x sky130_fd_sc_hd__dfxtp_1, 6 x sky130_fd_sc_hd__nand3_1, 6 x sky130_fd_sc_hd__a21oi_1, 6 x sky130_fd_sc_hd__clkdlybuf4s50_1

Placed design
  • Instance area after placement: a little under 700 µm²
  • Gpl congestion: between 0.8 and 0.9
  • Pre-CTS setup slack: between 0.15 and 0.2 ns
  • HPWL after detailed placement: 870.8 µm
  • Port Buffers: 6

Global route
  • GRT Util Overall: between 3 and 4%
  • Pin count of the biggest net entering global routing: 10
  • Via count of the first global-routing pass: a little over 500
  • Antenna violations before repair: 0
  • Overflow left after global routing: 0
  • Global-route wire length before repair: approximately 2100 µm

Run status
  • Result of the run: complete, no violations

Routing
  • DR pass1 iterations: 4
  • DRC viols: 0
  • Count of vias placed by the detailed router: 503
  • Final routed wirelength across all metal layers: 1122 µm
  • Vias per Instance: 4.227
  • Inserted Diodes: 0
  • Antenna viol nets, final: 0
  • Violation tally from detailed-route iteration zero: 11
  • Avg WL per Cell: 9.429 µm

Floorplanning
  • Pre-placement core utilization: between 10% and 20%
  • Die Y: approximately 80 µm
  • Number of ports placed on the die boundary: 7
  • Chip area: ~6400 µm²
  • Number of standard-cell rows in the floorplan: 21
  • Core ar.: between 3000 and 4000 µm²
  • Die extent in x: ~80 µm

Min path
  • Class of the tightest hold or removal check: flop to flop
-- power by group through the flow --
stage	clock, µW	sequential [µW]	combinational, µW
5_1_grt	147	214	43.7
6_report	131	213	37.6
4_1_cts	137	213	37.7
-- sequential cells by signal (all words and copies together) (netlist names) --
name and count:
cw_pulse_count 3, bcd_count 4, ccw_pulse_count 3
-- stage by stage --
stage          power, µW  cells  hold slack [ns]
6_report           382.2    119           0.5071
3_3_place_gp       253.8    116           0.4799
2_1_floorplan      240.5     67           0.4694
3_5_place_dp       255.2    116           0.4917
5_1_grt            405.2    119           0.5418
4_1_cts            387.5    119           0.5050
-- layer usage --
metal  track usage, %  wire length (µm)
met1            4.260               525
met2            6.822               536
met3            1.250                48
met4           0.8803                11
met5                0                 0
-- cell type report --
| type | instances | area share (%) |
|---|---|---|
| tap | 46 | 8.200 |
| clock buffer | 3 | 3.209 |
| inverter | 6 | 3.209 |
| timing repair buffer | 6 | 8.556 |
| sequential | 10 | 28.52 |
| multi-input combinational | 48 | 48.31 |
-- synth_stat cells --
cell type,count
sky130_fd_sc_hd__a21oi_1,6
sky130_fd_sc_hd__a32oi_1,1
sky130_fd_sc_hd__ha_1,4
sky130_fd_sc_hd__a211oi_1,1
sky130_fd_sc_hd__o22ai_1,1
sky130_fd_sc_hd__nand3b_1,1
sky130_fd_sc_hd__nand2b_1,2
sky130_fd_sc_hd__a311oi_1,1
sky130_fd_sc_hd__inv_1,5
sky130_fd_sc_hd__dfxtp_1,10
sky130_fd_sc_hd__and3_2,1
sky130_fd_sc_hd__o21a_1,1
sky130_fd_sc_hd__buf_4,3
sky130_fd_sc_hd__nor4b_4,1
sky130_fd_sc_hd__nor2_1,1
sky130_fd_sc_hd__or3_1,3
sky130_fd_sc_hd__a211oi_2,1
sky130_fd_sc_hd__a21oi_2,2
sky130_fd_sc_hd__nor4_2,1
sky130_fd_sc_hd__nand2_1,5
sky130_fd_sc_hd__clkinv_1,1
sky130_fd_sc_hd__nor3_1,3
sky130_fd_sc_hd__nor2b_1,2
sky130_fd_sc_hd__a31oi_1,1
sky130_fd_sc_hd__nand3_1,6
sky130_fd_sc_hd__a21o_1,1
sky130_fd_sc_hd__o211ai_1,1
sky130_fd_sc_hd__and3_1,1
-- cells by family (layout without fill, tap and decap cells) --
family | after synthesis | in the layout
fa+ha+maj | 4 | 4
compound gates | 17 | 17
simple gates | 27 | 27
flops | 10 | 10
buf+inv | 9 | 15
-- worst reg2reg max path: stages (launching register included) --
cell and delay [ns]:
sky130_fd_sc_hd__dfxtp_1 0.42, sky130_fd_sc_hd__inv_1 0.07, sky130_fd_sc_hd__ha_1 0.24, sky130_fd_sc_hd__nor2b_1 0.20, sky130_fd_sc_hd__nor4b_4 0.10, sky130_fd_sc_hd__or3_1 0.36
sky130_fd_sc_hd__a31oi_1 0.17
-- path summary, 6_finish.rpt --
kind / startpoint / to / slack [ns] / cells after the start
max: bcd_count[0] / bcd_count[1] / 0.36 / 6
min reg2reg: cw_pulse_count[2] / cw_pulse_count[2] / 0.51 / 2
max reg2reg: bcd_count[0] / bcd_count[1] / 0.36 / 6
min: cw_pulse_count[2] / cw_pulse_count[2] / 0.51 / 2
Power is estimated from default activity; no workload was simulated.
