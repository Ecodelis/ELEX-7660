## /design/flow/run.sh

```bash
#!/bin/bash
# OpenROAD 26Q1-2900-gdf79404cd8, Yosys 0.63+post, stock flow scripts
make -C /OpenROAD-flow-scripts/flow DESIGN_CONFIG=/design/flow/config.mk WORK_HOME=/design/flow/orfs finish
```

## /design/flow/config.mk

```make
export PLATFORM = sky130hd
export DESIGN_NAME = enc2freq
export DESIGN_NICKNAME = enc2freq
export VERILOG_FILES = /design/flow/design.v
export SDC_FILE = /design/flow/constraint.sdc
export NUM_CORES = 4
export LEC_CHECK = 1
export CORE_AREA = 10 10 83 83
export DIE_AREA = 0 0 93 93
```

## /design/flow/constraint.sdc

```tcl
current_design enc2freq

set clk_period 2.0
set clk_io_pct 0.2

create_clock -name clk0 -period $clk_period [get_ports {clk}]

set non_clock_inputs [all_inputs -no_clocks]
set_input_delay [expr $clk_period * $clk_io_pct] -clock clk0 $non_clock_inputs
set_output_delay [expr $clk_period * $clk_io_pct] -clock clk0 [all_outputs]
```

## /design/flow/design.v

```verilog
module enc2freq
    ( input logic cw, ccw,  
    output logic [31:0] freq,  
    input logic reset_n, clk);  
    logic [2:0] cw_pulse_count = 3'd000;  
    logic [2:0] ccw_pulse_count = 3'b000;  
    logic [3:0] bcd_count = 4'b0000;  
    always_ff @(posedge clk) begin
        if (reset_n == 0) begin
            bcd_count <= 4'b0000;  
            cw_pulse_count <= 0;
            ccw_pulse_count <= 0;
        end else begin
            if (cw) begin 
                if (cw_pulse_count < 3) begin
                    cw_pulse_count <= cw_pulse_count + 1;
                end else begin
                    cw_pulse_count <= 0;  
                    if (bcd_count < 4'b1000) begin  
                        bcd_count <= bcd_count + 4'b0001;  
                    end
                end
            end
            if (ccw) begin
                if (ccw_pulse_count < 3) begin
                    ccw_pulse_count <= ccw_pulse_count + 1;
                end else begin
                    ccw_pulse_count <= 0;  
                    if (bcd_count > 4'b0000) begin  
                        bcd_count <= bcd_count - 4'b0001;  
                        end
                    end
                end
        end
    end
    always_comb begin
        case (bcd_count)
            4'b0001: freq = 262;  
            4'b0010: freq = 295;  
            4'b0011: freq = 328;  
            4'b0100: freq = 349;  
            4'b0101: freq = 393;  
            4'b0110: freq = 437;  
            4'b0111: freq = 491;  
            4'b1000: freq = 524;  
            default: freq = 0;    
        endcase
    end
endmodule
```

==> results.txt <==
Synthesis and PnR results.

- The register bit total from synthesis reads 10.
- Registers are responsible for 41.4% of the overall power.
- The count of filler cells inserted in the layout is 586.
- The critical path endpoint category reads an output port.
- The number of standard cells reported by yosys reads 113.
- The launching element type of the critical path is a flop.
- The core area reads 5140 um^2.
- The first TritonRoute pass finished after 2 iterations.
- Each instance of the synthesized netlist takes up on average 7.89 um^2.
- Global routing consumed, over all layers together, 4.50% of the routing resources.
- The maximum clock path buffer count reads 2.
- The peak clock frequency supported by timing reads 0.527 GHz.
- For this design the ratio of total power to cell area is 458 nW/um^2.
- Per the OpenROAD power report, switching power amounts to 0.115 mW.
- The switching power share of the total reads 22.1%.
- The cell type contributing the most total cell area after synthesis is sky130_fd_sc_hd__dfxtp_1.
- The multi-input gate area in the final layout reads 566 um^2.
- The final critical-path setup slack is 102 ps.
- The worst setup path is of the reg -> out kind.
- The number of antenna violations at the first check in global routing came to 0.
- Looking at the critical path, the highest net fanout was 3.
- The first element of the critical path reads bcd_count[1].
- The transition time at the pin with the least slew margin is 536 ps.
- The number of remaining DRC errors reads 0.
- In the post-synthesis netlist, the biggest area contributors are sky130_fd_sc_hd__dfxtp_1 22%, sky130_fd_sc_hd__buf_4 19%, sky130_fd_sc_hd__ha_1 11%, sky130_fd_sc_hd__nor2_1 4.6%, sky130_fd_sc_hd__a21oi_1 4.5%.
- The per-cell via count in the routed design reads 3.64.
- The mean routed wirelength per cell is 10.2 um.
- The count of yosys warnings during synthesis reads 1.
- The CTS report gives the tree buffer count as 3.
- The launch point of the worst register-to-register path is recorded as bcd_count[3].
- The prevailing post-synth register cell is sky130_fd_sc_hd__dfxtp_1.
- The residual antenna-violating net count after detailed routing is 0.
- Across all hold checks on the routed design, the worst slack comes to 500 ps.
- The synthesized instance count reads 113.
- The area growth from synthesis to final layout is 27.1%.
- The total wirelength of the detailed-routed design is 2070 um.
- The TritonCTS clock tree reads done.
- The area of the chip is 8650 um^2.
- The repair_antennas step left the layout with diodes totalling 0.
- The number of port buffers reads 13.
- The post-route clock skew is 2.49 ps.
- The number of enable-type register cells in the synthesized netlist is 0.
- The HPWL reported at the end of detailed placement is 1670 um.
- The relative slew slack reads 64.2%.
- The leakage power figure is 0.594 nW.
- The number of DRC violations after detailed-routing iteration 0 is 36.
- The path type of the worst min-delay path reads reg -> reg.
- In the floorplan report the effective utilization is 17.4%.
- The sink count of the clock tree reads 10.
- The proportion of netlist area held by the largest area contributor is 22.4%.
- The total tool warning count reads 29.
- The total power draw reads 0.519 mW.
- The register share after synthesis reads 22.4%.
- Counting distinct cell types in the post-synthesis netlist gives 27.
- The fraction of power consumed by the clock network reads 48.6%.
- Counting I/O delays and the setup requirement, the final critical path takes 1900 ps.
- The CTS root buffer reads sky130_fd_sc_hd__clkbuf_8.
- The final sum of negative setup slack reads 0 ps.
- The mapped netlist covers 892 um^2.
- The post-placement setup slack is 66.1 ps.
- The count of maximum capacitance violations reads 0.
- The clock edge transition at the registers on the reported setup and hold paths reads 50 ps.
- The number of top-level pins reads 36.
- The vertical die dimension reads 93 um.
- The final route contains 738 vias.
- The cell row count is 26.
- CTS built an H-tree with a depth of 1.
- The hold-fix buffer count after cts reads 0.
- The final weighted congestion in routability-driven placement is 0.775.
- The required time of the worst setup path reads 1600 ps.
- The fraction of the cycle the final worst path needs reads 94.9%.
- Setup repair after global routing left no endpoint under its margin.
- The number of failing setup endpoints in the final timing report reads 0.
- The run finished with clean final reports.
- In the synthesized netlist the async set-or-reset flop fraction comes to 0%.
- The global route total overflow reads 0.
- The pin count of the biggest net entering global routing is 10.
- The worst hold path startpoint is cw_pulse_count[1].
- The clock latency at the later pin of the worst-skew pair reads 230 ps.
- The via count of the first global-routing pass is 700.
- The width of the die reads 93 um.
- The data arrival time at the worst-slack endpoint reads 1500 ps.
- The internal portion of the total power is 0.404 mW.
- VDD sags by at most 0.194 mV.
- The chip area estimate from yosys synthesis reads 892 um^2.
- The area occupied by registers reads 204 um^2.
- The final max-slew violation count reads 0.
- The share of post-route cells with drive strength above 1 is 18.0%.
- The number of failing hold endpoints at the final stage is 0.
- The fraction of power consumed by combinational cells is 9.9%.
- The global-route wire length before repair reads 3340 um.
[registers in the layout, summed over array words and instances, names as in the netlist]
signal / flops
bcd_count: 4
cw_pulse_count: 3
ccw_pulse_count: 3
[Yosys cell counts (2+ instances only)]
cell type                   n
sky130_fd_sc_hd__nor2_1    11
sky130_fd_sc_hd__buf_4     22
sky130_fd_sc_hd__buf_6      2
sky130_fd_sc_hd__nand4b_1   2
sky130_fd_sc_hd__nor2b_1    2
sky130_fd_sc_hd__inv_1     10
sky130_fd_sc_hd__a21o_1     4
sky130_fd_sc_hd__dfxtp_1   10
sky130_fd_sc_hd__o21ai_0    2
sky130_fd_sc_hd__mux2_2     2
sky130_fd_sc_hd__and3_1     2
sky130_fd_sc_hd__nand3_1    4
sky130_fd_sc_hd__ha_1       8
sky130_fd_sc_hd__nor3_1     5
sky130_fd_sc_hd__a21oi_1    8
sky130_fd_sc_hd__mux2i_1    2
sky130_fd_sc_hd__nand2_1    7
[cells in the final DEF (no fill, tap or decap)]
cell,netlist,final
sky130_fd_sc_hd__a211oi_1,1,1
sky130_fd_sc_hd__a21oi_1,8,8
sky130_fd_sc_hd__ha_2,0,2
sky130_fd_sc_hd__a221oi_1,1,1
sky130_fd_sc_hd__o22ai_1,1,1
sky130_fd_sc_hd__dlymetal6s2s_1,0,4
sky130_fd_sc_hd__dfxtp_2,0,3
sky130_fd_sc_hd__clkdlybuf4s50_1,0,6
sky130_fd_sc_hd__and3_1,2,2
sky130_fd_sc_hd__ha_4,0,1
sky130_fd_sc_hd__ha_1,8,5
sky130_fd_sc_hd__buf_4,22,6
sky130_fd_sc_hd__mux2_2,2,2
sky130_fd_sc_hd__nand4b_1,2,2
sky130_fd_sc_hd__o21ai_1,0,1
sky130_fd_sc_hd__nand3_1,4,4
sky130_fd_sc_hd__o21a_1,1,1
sky130_fd_sc_hd__nor3_2,1,1
sky130_fd_sc_hd__inv_4,0,1
sky130_fd_sc_hd__dlygate4sd2_1,0,3
sky130_fd_sc_hd__inv_2,0,1
sky130_fd_sc_hd__a21o_1,4,4
sky130_fd_sc_hd__o311ai_2,1,1
sky130_fd_sc_hd__nand2_1,7,7
sky130_fd_sc_hd__inv_1,10,8
sky130_fd_sc_hd__mux2i_1,2,2
sky130_fd_sc_hd__xnor2_1,1,1
sky130_fd_sc_hd__nor2_1,11,10
sky130_fd_sc_hd__dfxtp_1,10,7
sky130_fd_sc_hd__nor2_2,0,1
sky130_fd_sc_hd__a311oi_1,1,1
sky130_fd_sc_hd__o21ai_0,2,1
sky130_fd_sc_hd__conb_1,1,22
sky130_fd_sc_hd__nor2b_1,2,2
sky130_fd_sc_hd__nor3_1,5,5
sky130_fd_sc_hd__clkbuf_8,0,4
sky130_fd_sc_hd__or3_4,1,1
[power by group through the flow]
stage | Combinational [mW] | Sequential, mW | Clock (mW)
4_1_cts | 0.0541 | 0.215 | 0.257
5_1_grt | 0.0607 | 0.217 | 0.272
6_report | 0.0516 | 0.215 | 0.253
[metrics by stage]
step	util, %	std cells	instance area [um^2]
3_5_place_dp	20.2	198	1040
3_3_place_gp	20.2	198	1040
2_1_floorplan	-	134	971
5_1_grt	22.1	203	1130
6_report	22.1	203	1130
4_1_cts	21.7	203	1120
[logic make-up (layout without fill, tap and decap cells)]
kind of cell / Yosys count / after routing / synth area share, %
compound gates: 20 / 20 / 15.1
xor+xnor: 1 / 1 / 0.982
fa+ha+maj: 8 / 8 / 11.2
buf+inv: 34 / 33 / 25.2
flops: 10 / 10 / 22.4
mux: 4 / 4 / 4.77
other cells: 1 / 22 / 0.420
simple gates: 35 / 35 / 19.8
[metal layers]
layer	GRT usage, %	up-vias	part of all wire (%)
li1	-	380	-
met1	6.32	333	49
met3	1.45	2	5.7
met5	0	-	0
met4	0.900	0	2.1
met2	6.60	23	43
[worst max-delay path, stage by stage, from the launching register on]
cell                              delay (ps)
sky130_fd_sc_hd__dfxtp_2                 320
sky130_fd_sc_hd__inv_2                    80
sky130_fd_sc_hd__ha_4                    150
sky130_fd_sc_hd__nand2_1                  90
sky130_fd_sc_hd__nor2_1                  140
sky130_fd_sc_hd__clkdlybuf4s50_1         490
[repair_timing]
| item | 4_1_cts | 5_1_grt |
|---|---|---|
| setup buffers | 1 | 0 |
| gates resized | 11 | 7 |
| pin swaps | 2 | 2 |
| setup endpoints to repair | 7 | 4 |
[final cells by class]
class                   instances  area share [%]
clock buffers                   4            4.86
repair buffers                 19            16.0
flip-flops and latches         10            18.0
multi-input cells              90            49.9
inverters                      10            3.53
well taps                      70            7.73
[worst paths after layout]
check                       to  slack (ps)  cells after the start
max                    freq[9]         100                      5
max reg2reg       bcd_count[1]         510                      4
min reg2reg  cw_pulse_count[1]         500                      2
min          cw_pulse_count[1]         500                      2
No activity file was given, so power comes from the tool's default toggle rates.
