## design/flow/run.sh

```bash
#!/bin/bash
# OpenROAD 26Q1-2900-gdf79404cd8, Yosys 0.63+post, stock flow scripts
make -C /OpenROAD-flow-scripts/flow DESIGN_CONFIG=/design/flow/config.mk WORK_HOME=/design/flow/orfs finish
```

## design/flow/config.mk

```make
export PLATFORM = sky130hd
export DESIGN_NAME = enc2bcd
export DESIGN_NICKNAME = enc2bcd
export VERILOG_FILES = /design/flow/design.v
export SDC_FILE = /design/flow/constraint.sdc
export NUM_CORES = 4
export LEC_CHECK = 1
export CORE_AREA = 10 10 83 83
export DIE_AREA = 0 0 93 93
```

## design/flow/constraint.sdc

```tcl
current_design enc2bcd

set clk_period 3.9
set clk_io_pct 0.2

create_clock -name clk0 -period $clk_period [get_ports {clk}]

set non_clock_inputs [all_inputs -no_clocks]
set_input_delay [expr $clk_period * $clk_io_pct] -clock clk0 $non_clock_inputs
set_output_delay [expr $clk_period * $clk_io_pct] -clock clk0 [all_outputs]
```

## design/flow/design.v

```verilog
module enc2bcd (input logic clk, cw, ccw, output logic [7:0] bcd_count) ;
    logic [2:0] cw_pulse_count = 3'd000;  
    logic [2:0] ccw_pulse_count = 3'b000;  
    logic cw_pulse = 1'b0;  
    logic ccw_pulse = 1'b0;  
    always_ff @(posedge clk) begin
        if (cw) begin  
            if (cw_pulse_count <= 3) begin
                cw_pulse_count = cw_pulse_count + 1;
            end else begin
                cw_pulse_count = 0;
                cw_pulse = 1;
            end
        end
        if (cw_pulse) begin
            cw_pulse = 0;
            cw_pulse_count = 0;  
            if (bcd_count < 8'b1001_1001) begin  
                if (bcd_count[3:0] < 4'b1001) begin  
                    bcd_count[3:0] = bcd_count[3:0] + 4'b0001;  
                end
                else begin
                        bcd_count[3:0] = 4'b0000;  
                        bcd_count[7:4] = bcd_count[7:4] + 4'b0001;  
                end
            end else
                bcd_count = bcd_count;  
        end
        if (ccw) begin
            if (ccw_pulse_count <= 3) begin
                ccw_pulse_count = ccw_pulse_count + 1;
            end else begin
                ccw_pulse_count = 0;
                ccw_pulse = 1;
            end
        end
        if (ccw_pulse) begin
            ccw_pulse = 0;
            ccw_pulse_count = 0;  
            if (bcd_count > 0) begin  
                if (bcd_count[3:0] > 0) begin  
                    bcd_count[3:0] = bcd_count[3:0] - 4'b0001;  
                end
                else begin
                        bcd_count[3:0] = 4'b1001;  
                        bcd_count[7:4] = bcd_count[7:4] - 4'b0001;  
                end
            end else
                bcd_count = bcd_count;  
        end
    end
endmodule
```

==> reports/metrics.csv <==
metric;value;unit
status;finished, final reports clean;
R2R cell count;11;
final slew viol count;0;
fin area;1180;sq um
fin crit share;0.831;
H-tree depth;1;
Final ANT Viol Nets;0;
clk buf depth;2;
Async S/R FF share, synth;0;
Layout area overhead;24.4;%
Yosys reg bits;14;
IO buf count;10;
Pre-antenna DRT Iters;4;
total detailed-routing wirelength;1970;um
CP max stage delay;0.65;ns
number of setup buffers added after CTS;0;
cts hold-fix bufs;0;
Initial Utilization;0.185;
Dominant flop cell;dfxtp_1;
final setup vio count;0;
RSZ-0062 raised after global routing;false;
largest net degree at the start of global routing;11;
Top delay family on crit path;AND-OR/OR-AND gates;
CP max stage cell;clkdlybuf4s50_1;
DRC viols;0;
CP Capture Type;flop;
Hold Crit Depth;2;
CTS buffer count;3;
Synth Area per Inst;9.03;sq um
die span in x;93;um
grt total ovfl;0;
Switch Pwr;0.358;mW
Final Hold Fails;0;
layout cells sized above 1;0.110;
Clock transition at path regs;0.06;ns
chip area in the Yosys report;948;sq um
Hold WS;0.475;ns
pwr/cell area;744;nW/um^2
Post-synth EDFFs;0;
clk sink count;14;
fmax;0.308;GHz
synthesis warning total;1;
number of cells in Yosys stat;105;
worst slew pin tran;0.650;ns
crit-path cells;clkdlybuf4s50_1, o211ai_4, nor3_4, nand2_1, o21ai_0, ha_1, o311ai_0, a211oi_1, nor3b_1, o21bai_1;
global-route wire length before repair;3380;um
Vias;753;
P_int;0.520;mW
power consumption;0.878;mW
top logic cell by instance count in the layout;dfxtp_1;
row cnt;26;
CTS tree;done;
kind of critical path;in2reg;
Switching Fraction;0.408;
vias per inst;4.01;
chip area;8650;sq um
worst vdd ir;0.272;mV
initial antenna violation count;0;
vias in the first global route;707;
Log Warnings;28;
TNS Setup;0;ns
CTS Root Cell;clkbuf_8;
Worst Skew;0.00254;ns
Tmin final;3.24;ns
drt initial violations;34;
GRT Total Usage;0.0468;
core box area;5140;sq um
clock network power share;0.158;
relative slew slack;0.564;
Ports;11;
Synth Instances;105;
routed length per instance;10.5;um
CP required;4.02;ns
combinational power share;0.500;
DP Area;1120;sq um
Crit Path Max Fanout;9;
setup ws final;0.657;ns
Reg power frac;0.342;
max_cap viols;0;
Data arrival, critical path;3.37;ns
Worst-Skew Late Latency;0.24;ns
worst slack at placement;0.434;ns
HPWL after DPL;1520;um
Netlist cell types;42;
Post-synth seq share;0.296;
die span in y;93;um
WP depth;10;
post-CTS sizing;0;
GPL Wtd Cong;0.836;
CP Buf/Inv Count;1;
Antenna Cells;0;
Hold WC Path Type;reg2reg;
most frequent cells in the layout;dfxtp_1, inv_1, clkdlybuf4s50_1;
Startpoint Class;input port;
Leak;0.442;nW
Mapped Area;948;sq um
[state kept, by name (all words and copies together) (netlist names)]
name / count
bcd_count: 8
ccw_pulse_count: 3
cw_pulse_count: 3
[layer usage]
| metal | global-route usage | up-vias | share of wire |
|---|---|---|---|
| met2 | 0.0713 | 4 | 0.43 |
| met5 | 0 | - | 0 |
| met4 | 0.00643 | 0 | 0.012 |
| met3 | 0.0186 | 2 | 0.046 |
| met1 | 0.0628 | 339 | 0.51 |
| li1 | - | 408 | - |
[layout make-up]
class                   count  area [sq um]
inverters                  11          41.3
flip-flops and latches     14           280
fillers                   603          3960
clock buffers               4          55.1
well taps                  70          87.6
multi-input cells          79           616
repair buffers             10           100
[power groups by stage]
stage,Sequential (mW),Clock (mW),Combinational (mW)
finish,0.300,0.139,0.439
global route,0.317,0.153,0.503
CTS,0.301,0.146,0.445
[final timing paths]
path | endpoint | from | slack, ns
max | bcd_count[0]$_DFF_P_ | cw | 0.66
min | cw_pulse_count[1]$_SDFFE_PN0P_ | cw_pulse_count[1]$_SDFFE_PN0P_ | 0.48
max reg2reg | bcd_count[0]$_DFF_P_ | cw_pulse_count[0]$_SDFFE_PN0P_ | 1.04
min reg2reg | cw_pulse_count[1]$_SDFFE_PN0P_ | cw_pulse_count[1]$_SDFFE_PN0P_ | 0.48
[cell families (layout without fill, tap and decap cells)]
kind of cell	Yosys count	count (layout)	share of synthesized area
mux	6	6	0.0646
simple gates	36	36	0.227
buf+inv	12	25	0.0554
flops	14	14	0.296
xor+xnor	2	2	0.0185
compound gates	27	27	0.234
fa+ha+maj	8	8	0.106
[tightest hold or removal path, cell delays in order, from the launching register on]
cell     delay [ns]
dfxtp_1        0.32
inv_1          0.05
o21ai_0        0.06
[Yosys cell counts (all sizes together) (2+ instances only)]
cell type,n,area share
dfxtp,14,0.30
inv,11,0.044
ha,8,0.11
nand2,8,0.032
nor2,8,0.032
o21ai,8,0.054
mux2i,5,0.053
nand2b,4,0.026
nand3,3,0.016
a2111oi,2,0.026
a21oi,2,0.011
nor3b,2,0.016
nor4,2,0.020
o21bai,2,0.016
or2,2,0.013
xnor2,2,0.018
[through the flow]
stage	instances	util
3_5_place_dp	184	0.219
2_1_floorplan	105	-
4_1_cts	188	0.230
6_report	188	0.230
5_1_grt	188	0.230
3_3_place_gp	184	0.219
Power figures rest on the tool's default switching activity, not on a simulated workload.
